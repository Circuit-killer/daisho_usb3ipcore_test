--- /design/flow/run.sh ---
#!/bin/bash
# OpenROAD 26Q1-2900-gdf79404cd8, Yosys 0.63+post, stock flow scripts
make -C /OpenROAD-flow-scripts/flow DESIGN_CONFIG=/design/flow/config.mk WORK_HOME=/design/flow/orfs finish
--- /design/flow/config.mk ---
export PLATFORM = sky130hd
export DESIGN_NAME = usb2_ep
export DESIGN_NICKNAME = usb2_ep
export VERILOG_FILES = /design/flow/design.v
export SDC_FILE = /design/flow/constraint.sdc
export NUM_CORES = 4
export LEC_CHECK = 1
export CORE_UTILIZATION = 30
export SYNTH_MEMORY_MAX_BITS = 65536
--- /design/flow/constraint.sdc ---
current_design usb2_ep

set clk_period 180.1
set clk_io_pct 0.2

create_clock -name clk0 -period $clk_period [get_ports {phy_clk}]
create_clock -name clk1 -period $clk_period [get_ports {rd_clk}]
create_clock -name clk2 -period $clk_period [get_ports {wr_clk}]

set non_clock_inputs [all_inputs -no_clocks]
set_input_delay [expr $clk_period * $clk_io_pct] -clock clk0 $non_clock_inputs
set_output_delay [expr $clk_period * $clk_io_pct] -clock clk0 [all_outputs]
--- /design/flow/design.v ---
module usb2_ep (
input	wire			phy_clk,
input	wire			rd_clk,
input	wire			wr_clk,
input	wire			reset_n,
input	wire	[8:0]	buf_in_addr,
input	wire	[7:0]	buf_in_data,
input	wire			buf_in_wren,
output	wire			buf_in_ready,
input	wire			buf_in_commit,
input	wire	[9:0]	buf_in_commit_len,
output	wire			buf_in_commit_ack,
input	wire	[8:0]	buf_out_addr,
output	wire	[7:0]	buf_out_q,
output	wire	[9:0]	buf_out_len,
output	wire			buf_out_hasdata,
input	wire			buf_out_arm,
output	wire			buf_out_arm_ack,
input	wire	[1:0]	mode,
input	wire			data_toggle_act,
output	reg		[1:0]	data_toggle
);
	reg 			reset_1, reset_2;
	reg				buf_in_commit_1, buf_in_commit_2, buf_in_commit_3;
	reg				buf_out_arm_1, buf_out_arm_2, buf_out_arm_3;
	parameter [1:0]	DATA_TOGGLE_0	= 2'b00;
	parameter [1:0]	DATA_TOGGLE_1	= 2'b01;
	parameter [1:0]	DATA_TOGGLE_2	= 2'b10;
	parameter [1:0]	DATA_TOGGLE_M	= 2'b11;
	reg				ptr_in;
	reg				ptr_out;
	reg		[9:0]	len_in;
	reg				ready_in_a;
	reg				ready_in_b;
	assign			buf_in_ready 		= 	ptr_in ? ready_in_b : ready_in_a;
	assign			buf_in_commit_ack	= 	(state_in == ST_IN_COMMIT || state_in == ST_IN_SWAP);
	reg		[9:0]	len_out_a;
	reg		[9:0]	len_out_b;
	reg				hasdata_out_a;
	reg				hasdata_out_b;
	assign			buf_out_len			=	ptr_out ? len_out_b : len_out_a;
	assign			buf_out_hasdata 	= 	ptr_out ? hasdata_out_b : hasdata_out_a;
	assign			buf_out_arm_ack 	= 	(state_out == ST_OUT_ARM || state_out == ST_OUT_SWAP);
	parameter [1:0]	EP_MODE_CONTROL		= 2'd0,
					EP_MODE_ISOCH		= 2'd1,
					EP_MODE_BULK		= 2'd2,
					EP_MODE_INTERRUPT	= 2'd3;
	reg		[3:0]	dc;
	reg		[5:0]	state_in;
	parameter [5:0]	ST_RST_0			= 6'd0,
					ST_RST_1			= 6'd1,
					ST_IDLE				= 6'd10,
					ST_IN_COMMIT		= 6'd11,
					ST_IN_SWAP			= 6'd12;
	reg		[5:0]	state_out;	
	parameter [5:0]	ST_OUT_ARM			= 6'd11,
					ST_OUT_SWAP			= 6'd12;	
always @(posedge phy_clk) begin
	{reset_2, reset_1} <= {reset_1, reset_n};
	{buf_in_commit_3, buf_in_commit_2, buf_in_commit_1} <= 
		{buf_in_commit_2, buf_in_commit_1, buf_in_commit};
	{buf_out_arm_3, buf_out_arm_2, buf_out_arm_1} <= 
		{buf_out_arm_2, buf_out_arm_1, buf_out_arm};
	dc <= dc + 1'b1;
	if(data_toggle_act) begin
		data_toggle <= data_toggle + 1'b1;
		if(data_toggle == DATA_TOGGLE_1) data_toggle <= DATA_TOGGLE_0;
	end
	case(state_in) 
	ST_RST_0: begin
		ptr_in <= 0;
		data_toggle <= DATA_TOGGLE_0;
		ready_in_a <= 1;
		ready_in_b <= 1;
		state_in <= ST_RST_1;
	end
	ST_RST_1: begin
		state_in <= ST_IDLE;
	end
	ST_IDLE: begin
		if(buf_in_commit_2 & ~buf_in_commit_3) begin
			len_in <= buf_in_commit_len;
			dc <= 0;
			state_in <= ST_IN_COMMIT;
		end
	end
	ST_IN_COMMIT: begin
		if(dc == 3) begin
			state_in <= ST_IN_SWAP;
		end
	end
	ST_IN_SWAP: begin
		ptr_in <= ~ptr_in;
		case(ptr_in)
		0: ready_in_a <= 0;
		1: ready_in_b <= 0;
		endcase
		case(ptr_in)
		0: hasdata_out_a <= 1;
		1: hasdata_out_b <= 1;
		endcase
		case(ptr_in)
		0: len_out_a <= len_in;
		1: len_out_b <= len_in;
		endcase
		state_in <= ST_IDLE;
	end
	default: state_in <= ST_RST_0;
	endcase
	case(state_out) 
	ST_RST_0: begin
		ptr_out <= 0;
		hasdata_out_a <= 0;
		hasdata_out_b <= 0;
		state_out <= ST_RST_1;
	end
	ST_RST_1: begin
		state_out <= ST_IDLE;
	end
	ST_IDLE: begin
		if(buf_out_arm_2 & ~buf_out_arm_3) begin
			dc <= 0;
			state_out <= ST_OUT_ARM;
		end
	end
	ST_OUT_ARM: begin
		if(dc == 3) begin
			state_out <= ST_OUT_SWAP;
		end
	end
	ST_OUT_SWAP: begin
		ptr_out <= ~ptr_out;
		case(ptr_out)
		0: ready_in_a <= 1;
		1: ready_in_b <= 1;
		endcase
		case(ptr_out)
		0: hasdata_out_a <= 0;
		1: hasdata_out_b <= 0;
		endcase
		state_out <= ST_IDLE;
	end
	default: state_out <= ST_RST_0;
	endcase
	if(~reset_2) begin
		state_in <= ST_RST_0;
		state_out <= ST_RST_0;
	end
end
	wire	[9:0]	rd_addr = buf_out_addr + (ptr_out ? 10'd512 : 10'h0);
	wire	[9:0]	wr_addr = buf_in_addr + (ptr_in ? 10'd512 : 10'h0);
usb2_ep_ram	iu2ep (
	.rd_clk		( rd_clk ),
	.rd_adr 	( rd_addr ),
	.rd_dat_r 	( buf_out_q ),
	.wr_clk		( wr_clk ),
	.wr_adr 	( wr_addr ),
	.wr_dat_w 	( buf_in_data ),
	.wr_we 		( buf_in_wren )
);
endmodule
module usb2_ep_ram(
	input wr_clk,
	input wr_we,
	input [9:0] wr_adr,
	input [7:0] wr_dat_w,
	input rd_clk,
	input [9:0] rd_adr,
	output [7:0] rd_dat_r
);
reg [7:0] mem[0:1023];
reg [9:0] rd_adr_i;
always @(posedge wr_clk) begin
	if (wr_we)
		mem[wr_adr] <= wr_dat_w;
end
always @(posedge rd_clk) begin
	rd_adr_i <= rd_adr;
end
assign rd_dat_r = mem[rd_adr_i];
endmodule
==> impl_metrics.yaml <==
# flow metrics
run_status:
  outcome: "finished, final reports clean"
synth:
  ys_sh_adder_pct: 0.003901
  syn_avg_cell_area_um2: 21.19
  yosysUniqueCellTypes: 83
  syn_inst: 15140
  aoi_share_pct: 3.229
  synthFlopType: "edfxtp_1"
  ys_ff: 8260
  topCombFamilyByArea: "multiplexers"
  synthArstFlopShare_pct: 0
  ys_area_mm2: 0.3207
  synth-edff-count: 8224
  simple_gate_share_pct: 2.304
  ys_cells: 15140
  syn_area_mm2: 0.3207
  yosysWarningCount: 2
  xor_share_pct: 0.008193
  ys_seq_share_pct: 77.23
  ys_sh_mux_pct: 15.17
global_route:
  grt_max_degree: 144
  groute.usage.overall_pct: 18.02
  antenna_found_initial: 69
  grt_pass1_vias: 170200
  grt_pass1_wl_um: 1279000
  grt-ovfl-total: 0
detailed_routing:
  drt_wl_total_um: 913300
  drtAntennaViolNets: 0
  routed-via-count: 156400
  viasPerCell: 5.104
  drcViolationCount: 0
  drtIter0Drc: 11060
  drtPass1Iterations: 6
  routedWlPerCell_um: 29.80
run:
  drv_cap: 0
  warnings: 50
power:
  p_leak_nw: 111.3
  p_total_w: 0.003959
  p_per_area_mw_per_mm2: 10.85
  ir_worst_vdd_uv: 10.89
floorplanning:
  die_h_um: 1036
  chipArea_mm2: 1.073
  fp_util_pct: 30.11
  core-area_mm2: 1.065
  rows: 379
  fp.dieW_um: 1036
  ioPinCount: 70
timing:
  finalSetupViolCount: 0
  fin_skew_ns: 0.006150
  grt_setup_unrepaired: "false"
  drv_slew: 0
  slew_headroom_pct: 21.81
  setup_tns_ns: 0
  hold_viol: 0
  timing.hold.ws_ns: 0.3238
  worstMarginPinSlew_ns: 1.169
clock_network:
  cts.repair.resized: 0
  cts_hold_repair.buffers: 0
  post_cts_buffers: 0
  cts_tree: "built"
  clkTransAtPathRegs_ns: 0.12
  numClockSinks: 8260
final_layout:
  final_area_mm2: 0.3650
  layout-drive-gt1-share_pct: 22.85
  area_growth_syn_to_layout_pct: 13.81
critical_path:
  cp.arrival_ns: 9.88
  reg2regPathDepth: 4
  path_class: "reg2out"
  critPathCaptureType: "output pin"
  required_ns: 144.08
  ff2ff_setup_slack_ns: 177.50
  startpoint_type: "flip-flop"
  path_max_fanout: 33
placement:
  port_buffers: 65
  gp_congestion: 0.8884
  place_hpwl_um: 576900
  dpl_cell_area_mm2: 0.3390
hold_path:
  whs_path_depth: 0
  worstHoldPathType: "reg2reg"
-- registers in the layout (all words and copies together), names as in the netlist, 2 cells and up --
register        cells
len_out_b          10
iu2ep.mem        8192
state_out           5
iu2ep.rd_adr_i     10
len_in             10
state_in            3
dc                  4
data_toggle         2
len_out_a          10
-- power by group --
part | internal (W) | switching [W] | total (W)
registers | 0.00211 | 0.00000170 | 0.00212
logic | 0.0000635 | 0.000137 | 0.000201
clock network | 0.000917 | 0.000725 | 0.00164
-- per-stage QoR --
stage | setup slack [ns] | cells | util (%)
after global routing | 133.31 | 30560 | 34.25
after CTS | 133.90 | 30520 | 34.24
final | 134.20 | 30650 | 34.27
after floorplan | 141.23 | 15140 | -
after global placement | 134.27 | 29050 | 31.83
after detailed placement | 134.33 | 29050 | 31.83
-- per-layer routing --
layer / global-route usage (%) / wire length, µm
met3: 15.70 / 174800
met5: 1.444 / 2350
met4: 6.357 / 39900
met2: 26.70 / 422200
met1: 18.22 / 274000
-- synthesized netlist by cell type (15+ instances only) --
cell type,n,area [µm²]
a2111oi_0,27,236.5
a211oi_1,72,540.5
a21oi_1,263,1316
a221oi_1,43,376.6
a22o_1,44,385.4
a22oi_1,268,2012
a31oi_1,25,156.4
and2_1,16,100.1
and3_1,15,93.84
buf_1,122,457.9
buf_12,36,720.7
buf_2,218,1091
buf_4,107,803.3
buf_6,125,1408
buf_8,54,810.8
clkbuf_1,329,1235
dfxtp_1,36,720.7
edfxtp_1,8224,247000
mux2_2,48,540.5
mux2i_1,830,8308
mux4_1,19,499.2
mux4_2,1745,39300
nand2_1,232,870.8
nand3_1,72,360.4
nand4_1,38,237.7
nor2_1,1136,4264
nor2b_1,20,125.1
nor3_1,93,465.5
nor4_1,28,175.2
o211ai_1,16,120.1
o21ai_0,141,705.7
o221ai_1,248,2172
o22ai_1,222,1389
or3_1,32,200.2
-- placed cells by master, fill, tap and decap left out, types with 48 or more instances in the layout --
cell,instances
a211oi_1,69
a21oi_1,263
a22oi_1,268
buf_4,734
bufinv_16,53
clkbuf_1,182
clkbuf_16,823
clkdlybuf4s50_1,56
clkinv_1,218
clkinv_2,117
diode_2,127
edfxtp_1,8224
mux2_2,48
mux2i_1,830
mux4_2,1745
nand2_1,221
nand3_1,50
nor2_1,1125
nor3_1,90
o21ai_0,139
o221ai_1,248
o22ai_1,222
-- path summary, 6_finish.rpt --
kind,startpoint,endpoint
max,iu2ep.rd_adr_i[0],buf_out_q[1]
min,buf_out_arm_1,buf_out_arm_2
max reg2reg,ptr_in,iu2ep.mem[819][3]
min reg2reg,buf_out_arm_1,buf_out_arm_2
max in group clk2,buf_in_addr[2],iu2ep.mem[421][0]
max in group clk1,buf_out_addr[7],iu2ep.rd_adr_i[7]
min in group clk2,ptr_in,iu2ep.mem[334][4]
min in group clk1,ptr_out,iu2ep.rd_adr_i[9]
-- layout make-up --
cell class | instances | area, µm²
fillers | 97380 | 700100
flip-flops and latches | 8260 | 247700
multi-input cells | 5868 | 67120
clock buffers | 1006 | 21290
well taps | 14100 | 17640
repair buffers | 813 | 6476
clock inverters | 465 | 4387
diodes | 127 | 317.8
inverters | 15 | 81.33
-- logic make-up (layout without fill, tap and decap cells) --
family	after synthesis	after routing
adder cells (fa/ha/maj)	1	1
multiplexers	2642	2642
buffers and inverters	1009	2299
other	0	127
AND-OR/OR-AND	1475	1475
XOR/XNOR	3	3
flip-flops	8260	8260
AND/OR/NAND/NOR	1747	1747
-- worst max-delay path: stages, from the launching register on --
cell             delay (ns)
dfxtp_4                0.71
buf_4                  0.53
buf_4                  0.55
buf_4                  0.62
buf_4                  0.70
buf_4                  0.62
buf_4                  0.66
buf_4                  0.59
buf_4                  0.60
mux4_2                 0.38
nor2_1                 0.05
nor2_1                 0.12
o21ai_0                0.10
nor4_2                 0.49
buf_4                  0.28
nand3b_1               0.65
o41a_1                 0.65
o2111ai_1              0.22
buf_4                  0.25
clkdlybuf4s50_1        0.50
Power figures rest on the tool's default switching activity, not on a simulated workload.
